**flow/constraint.sdc**
```tcl
current_design ssd1

set clk_period 1.0
set clk_io_pct 0.2

create_clock -name clk0 -period $clk_period

set non_clock_inputs [all_inputs -no_clocks]
set_input_delay [expr $clk_period * $clk_io_pct] -clock clk0 $non_clock_inputs
set_output_delay [expr $clk_period * $clk_io_pct] -clock clk0 [all_outputs]
```
**flow/run.sh**
```bash
#!/bin/bash
# OpenROAD 26Q1-2900-gdf79404cd8, Yosys 0.63+post, stock flow scripts
make -C /OpenROAD-flow-scripts/flow DESIGN_CONFIG=/design/flow/config.mk WORK_HOME=/design/flow/orfs finish
```
**flow/design.v**
```verilog
module ssd1(in, out);
	input  [3:0] in;
	output [6:0] out;
	assign out[6] = (in[2] & ~in[0]) | (~in[3] & ~in[1] & in[0]);
	assign out[5] = (~in[2] & ~in[1] & in[0]) | (~in[3] & ~in[2] & ~in[0]) | (in[2] & in[1] & in[0]);
	assign out[4] = (in[3] & ~in[0]) | (~in[3] & ~in[2] & ~in[1] & in[0]);
	assign out[3] = (in[3] & ~in[0]) | (~in[3] & ~in[2] & ~in[1] & in[0]);
	assign out[2] = (in[3] & ~in[0] ) | (~in[2] & ~in[1] & ~in[0]);
	assign out[1] = (in[1] & in[0]) | (in[3] & in[0]) | (~in[3] & ~in[2] & in[1]);
	assign out[0] = (~in[2] & ~in[1] & in[0]) | (in[2] & in[1] & in[0]) | (~in[3] & ~in[2] & in[1] & ~in[0]);
endmodule
```
**flow/config.mk**
```make
export PLATFORM = sky130hd
export DESIGN_NAME = ssd1
export DESIGN_NICKNAME = ssd1
export VERILOG_FILES = /design/flow/design.v
export SDC_FILE = /design/flow/constraint.sdc
export NUM_CORES = 4
export LEC_CHECK = 1
export CORE_AREA = 10 10 70 70
export DIE_AREA = 0 0 80 80
```
==> results.txt <==
From the run reports.

- The flow ran to the end, and the final reports show no timing, DRC or antenna violations.
- On the worst path, the slowest cell contributes a delay of 180 ps.
- Per the log, the first TritonRoute iteration ended with a DRC count of 3.
- The worst hold path depth reads 3.
- The routed wirelength normalized by instance count is 6.761 um.
- The number of maximum-capacitance violations is 0.
- The distinct cell type count after synthesis reads 10.
- The total buffers and inverters traversed by the critical path is 3.
- The number of vias in the routed layout reads 140.
- The final number of hold-violating endpoints reads 0.
- The global routing report lists combined usage of all routing layers as 1.317%.
- OpenROAD emitted warnings numbering 33.
- The pin count of the biggest net entering global routing reads 8.
- The path type of the worst setup path reads input port to output pin.
- The worst-case hold path end point reads out[0].
- The horizontal die dimension reported for this design is 80 um.
- The post-route standard cell area excluding fillers is 305.3 um2.
- The final cycle utilization of the critical path reads 97.59%.
- The mapped cell area is 101.3 um2.
- There are 0 flip-flops and latches.
- In this run the remaining antenna-violating nets after routing total 0.
- The pre-CTS setup slack is -790.3 ps.
- The die is 80 um tall.
- Per the OpenROAD floorplan log, the area of the die is 0.006400 mm2.
- In this run the worst hold path is classified as input port to output pin.
- The number of iterations in the first detailed-routing pass is 2.
- The maximum net fanout on the critical path is 7.
- The cell count in the Yosys report is 14.
- The total of hold buffers inserted after clock tree synthesis is 0.
- The worst-case hold slack reads 690.6 ps.
- After legalization and detailed placement, the total HPWL measured 378.2 um.
- The via count of the first global-routing pass is 126.
- The initial core utilization reads 2.967%.
- Each instance of the synthesized netlist takes up on average 7.239 um2.
- The area taken by flip-flops and latches reads 0 um2.
- The count of endpoints failing setup in the final report is 0.
- The layout filler cell count is 398.
- The static leakage power is 0.1279 nW.
- The detailed-route DRC error count is 0.
- Per the detail_route report, vias per standard cell equal 1.972.
- The area growth from synthesis to layout is 201.2%.
- The leftover overflow at the end of global routing is 0.
- The power density normalized to cell area is 370.5 mW/mm2.
- The floorplan has 21 rows.
- The share of the Yosys chip area taken by registers is 0%.
- The chip area line of the yosys report reads 101.3 um2.
- After detailed routing, the total wire length is 480 um.
- The number of port buffers is 11.
- The fraction of final layout cells sized beyond drive strength 1 reads 80.00%.
- The final critical delay including setup and external delays reads 975.9 ps.
- The launch point of the worst min-delay path is recorded as in[1].
- The most common cell after layout, fill and taps aside reads sky130_fd_sc_hd__buf_2.
- The I/O pin count is 11.
- The element type at the critical path end is an output pin.
- The transition at the pin with the smallest max-transition slack is 140.6 ps.
- The category of cells accounting for the largest share of critical-path delay is buffers and inverters.
- For reference, the final report shows the max-slew violation count at 0.
- The worst vdd rail ir drop is 0.00004199 V.
- The headroom to the max-slew limit is 90.60%.
- The initial antenna violation count is 0.
- Setup repair after global routing could not meet its margin everywhere.
- The core box area reads 0.003416 mm2.
- The antenna diode count is 0.
- The achievable frequency is 1025 MHz.
- The number of warnings reported in the yosys synthesis log reads 0.
- The weighted congestion reported at the end of routability-driven placement reads 0.7834.
- STA puts the critical path data required time at 800 ps.
- The critical path's slowest cell reads sky130_fd_sc_hd__nor3_4.
- Data on the critical path arrives at its endpoint at 780 ps.
- The tally of clock buffers in the finished layout is 0.
- The signal on the critical path passes through buf_12 -> nor3_4 -> buf_4 -> a21o_2 -> buf_2.
- In this run the cell area measured after placement is 264.0 um2.
- The startpoint type of the worst setup path reads an input port.
- The number of standard cells after synthesis reads 14.
- The final worst-path setup slack reads 24.14 ps.
- The first global-routing pass estimated 690 um of wire.
==> synth_stat cells <==
cell / n / share of area [%]
sky130_fd_sc_hd__xnor2_1: 1 / 8.6
sky130_fd_sc_hd__mux2_2: 2 / 22
sky130_fd_sc_hd__o22a_1: 1 / 8.6
sky130_fd_sc_hd__o21ba_2: 1 / 9.9
sky130_fd_sc_hd__nor3_1: 2 / 9.9
sky130_fd_sc_hd__clkbuf_2: 1 / 4.9
sky130_fd_sc_hd__a22o_1: 1 / 8.6
sky130_fd_sc_hd__nor2_1: 3 / 11
sky130_fd_sc_hd__a21o_2: 1 / 8.6
sky130_fd_sc_hd__buf_4: 1 / 7.4
==> worst max-delay path by stage <==
stage,end,start,slack [ps],cells past startpoint
4_1_cts,out[1],in[0],2,4
6_report,out[5],in[3],20,5
5_1_grt,out[5],in[3],-10,5
==> per-layer routing <==
layer	share of wire [%]	track usage [%]	vias to the layer above
met4	0	0	0
met5	0	0	-
met1	35	1.322	59
li1	-	-	74
met3	18	0.7955	0
met2	47	2.408	7
==> where the power goes <==
part	switching [mW]	leakage (nW)	internal (mW)	total, mW
Combinational	0.0366	0.128	0.0765	0.113
Clock	0	0	0	0
Sequential	0	0	0	0
Total	0.0366	0.128	0.0765	0.113
==> through the flow <==
| stage | setup TNS (ps) | utilization (%) | power [mW] | std cells |
|---|---|---|---|---|
| floorplan | 0 | - | 0.03348 | 14 |
| global placement | -5286 | 7.729 | 0.1049 | 70 |
| detailed placement | -5319 | 7.729 | 0.1047 | 70 |
| CTS | 0 | 8.828 | 0.1143 | 71 |
| global route | -11.19 | 8.938 | 0.1239 | 71 |
| finish | 0 | 8.938 | 0.1131 | 71 |
==> what timing repair did <==
action / in CTS / in global routing
setup buffers: 2 / 0
resized: 55 / 3
endpoints found under the setup margin: 7 / 3
pin swaps: 5 / 1
==> area by class of cell <==
class | instances | area, um2 | area share [%]
Timing Repair Buffer | 13 | 125.1 | 40.98
Multi-Input combinational cell | 12 | 122.6 | 40.16
Tap cell | 46 | 57.56 | 18.85
==> kinds of logic after synthesis <==
| family | share of synthesized area, % |
|---|---|
| xor gates and xnor gates | 8.644 |
| buffers and inverters | 12.34 |
| AOI/OAI and AO/OA | 35.81 |
| muxes | 22.22 |
| and+or+nand+nor | 20.99 |
Power and IR drop assume default switching activity.
