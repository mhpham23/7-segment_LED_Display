$ cat design/flow/config.mk
export PLATFORM = sky130hd
export DESIGN_NAME = ssd0
export DESIGN_NICKNAME = ssd0
export VERILOG_FILES = /design/flow/design.v
export SDC_FILE = /design/flow/constraint.sdc
export NUM_CORES = 4
export LEC_CHECK = 1
export CORE_AREA = 10 10 70 70
export DIE_AREA = 0 0 80 80
$ cat design/flow/constraint.sdc
current_design ssd0

set clk_period 1.7
set clk_io_pct 0.2

create_clock -name clk0 -period $clk_period

set non_clock_inputs [all_inputs -no_clocks]
set_input_delay [expr $clk_period * $clk_io_pct] -clock clk0 $non_clock_inputs
set_output_delay [expr $clk_period * $clk_io_pct] -clock clk0 [all_outputs]
$ cat design/flow/design.v
module ssd0(in, out);
	input  [3:0] in;
	output [6:0] out;
	assign out[6] = (in[2] & ~in[1]) | (~in[3] & ~in[1] & ~in[0]) | (~in[2] & in[1] & in[0]);
	assign out[5] = (in[3] & ~in[0]) | (~in[3] & ~in[2] & ~in[1]) | (in[2] & in[1] & ~in[0]);
	assign out[4] = (in[3] & in[0]) | (in[2] & in[1] & in[0]) | (~in[3] & ~in[2] & ~in[1] & ~in[0]);
	assign out[3] = (in[3] & in[0]) | (in[2] & in[1] & in[0]) | (~in[3] & ~in[2] & ~in[1] & ~in[0]);
	assign out[2] = (in[3] & in[0]) | (in[2] & in[1] & in[0]);
	assign out[1] = (in[1] & ~in[0]) | (in[3] & ~in[0]) | (~in[3] & ~in[2] & ~in[1] & in[0]);
	assign out[0] = (in[3] & ~in[0]) | (~in[3] & ~in[2] & ~in[1]) | (in[2] & in[1] & ~in[0]);
endmodule
$ cat design/flow/run.sh
#!/bin/bash
# OpenROAD 26Q1-2900-gdf79404cd8, Yosys 0.63+post, stock flow scripts
make -C /OpenROAD-flow-scripts/flow DESIGN_CONFIG=/design/flow/config.mk WORK_HOME=/design/flow/orfs finish
==> metrics.csv <==
metric,value,unit
top_usage_layer,met2,
combPwrFrac,1.000,
track_usage,0.0134,
openroad.warnings,32,
grt_pass1_wl,724,microns
hold_buffers,0,
clkbuf_count,0,
finalSetupViolations,0,
drc_errors,0,
p_per_area,195,mW/mm^2
rows,21,
holdWs,1.26,ns
synth.most_common_cell,nor2_1,
finalCriticalPeriod,1.64,ns
max_freq,611,MHz
startpoint_type,input port,
power.switching,0.0000221,W
grt_max_degree,5,
die_area,0.00640,sq mm
relSlewSlack,0.851,
ios,11,
critPathRequiredTime,1.36,ns
finalMaxSlewViolations,0,
antenna_left,0,
period_used_share,0.963,
drt-vias-per-instance,2.05,
topCellsByArea,"o32ai_2, buf_4, nor2_1, mux2i_1, a22oi_1",
drt-total-wl,466,microns
post-route-util,0.0850,
seqPwrFrac,0,
fp_util,0.0271,
io_buffer_count,11,
worstSetupPathType,input port to primary output,
worst_pin_slew,0.223,ns
synth_top_cell_by_area,o32ai_2,
syn_area,92.6,sq um
syn_inst,14,
hold_viol,0,
met2_usage,0.0209,
dp_slack,-0.496,ns
vdd_drop_max,0.0000204,V
antenna_found_initial,0,
ys_warn_count,0,
gp_congestion,0.730,
flop_area,0,sq um
placed_cells,74,
drtPass1Iterations,2,
status,"complete, no violations",
intPower,0.0000344,W
endpoint_kind,primary output,
area_delta_synth_final,214,%
ys_cells,14,
layout-drive-gt1-share,0.464,
stdcell_count,74,
fin_ws,0.0627,ns
use_met1,0.0171,
leakagePower,0.116,nW
met3_usage,0.00682,
wl_per_cell,6.30,microns
finalSetupTns,0,ns
overflow,0,
common_cells,"nor2_1, buf_4",
max-cap-violations,0,
first_global_vias,153,
drt_iter0_drc,1,
top_area_frac,0.176,
power_frac_clock,0,
postSynthSeqShare,0,
fill_cells,411,
die_w,80,microns
flop-count,0,
die_h,80,microns
hp-class,input port to primary output,
post_cts_buffers,0,
diodes,0,
routed-via-count,152,
core_area,0.00342,sq mm
power_switching_share,0.391,
ys_chip_area,92.6,sq um
synth.distinct_cells,11,
critical_path_arrival,1.30,ns
avgSynthCellArea,6.61,sq um
crit_fanout,4,
logic make-up (layout without fill, tap and decap cells):
| group | count (synthesis) | count (layout) | synth area share |
|---|---|---|---|
| AND/OR/NAND/NOR | 6 | 6 | 0.324 |
| AND-OR/OR-AND | 4 | 4 | 0.365 |
| buffers and inverters | 3 | 17 | 0.203 |
| multiplexers | 1 | 1 | 0.108 |
final timing paths:
kind,start,slack [ns],cells past startpoint,to
min,in[2],1.26,4,out[4]
max,in[1],0.06,5,out[1]
metal layers:
| layer | up-vias | part of all wire |
|---|---|---|
| met5 | - | 0 |
| met4 | 0 | 0 |
| met3 | 0 | 0.19 |
| met2 | 8 | 0.40 |
| met1 | 68 | 0.40 |
| li1 | 76 | - |
stage by stage:
step	cell area, sq um	power, W
floorplan	92.6	0.0000162
global placement	283	0.0000625
detailed placement	283	0.0000624
CTS	282	0.0000556
global route	290	0.0000638
finish	290	0.0000565
critical path, cell delays in order:
cell,delay [ns]
dlygate4sd2_1,0.28
buf_4,0.16
nor2_2,0.11
mux2i_1,0.19
dlygate4sd2_1,0.22
cell type report:
type               instances  area [sq um]  area share
well taps                 46          57.6       0.198
inverters                  1          3.75      0.0129
repair buffers            16           128       0.440
multi-input cells         11           101       0.349
repair_timing:
action,4_1_cts,5_1_grt
resized,20,3
pin swaps,4,2
endpoints found under the setup margin,7,5
cell usage in the layout, fill, tap and decap left out:
cell type,count
a21oi_2,1
a22oi_2,1
buf_2,2
buf_4,5
clkdlybuf4s15_1,1
dlygate4sd2_1,8
inv_1,1
mux2i_1,1
nand2b_1,1
nor2_1,2
nor2_2,1
o21ai_4,1
o32ai_2,1
or2_1,1
or3_4,1
power groups by stage:
stage,logic (W),clock network (W),registers [W]
CTS,0.0000556,0,0
global route,0.0000638,0,0
finish,0.0000565,0,0
No activity file was given, so power comes from the tool's default toggle rates.
