**flow/run.sh**
```bash
#!/bin/bash
# OpenROAD 26Q1-2900-gdf79404cd8, Yosys 0.63+post, stock flow scripts
make -C /OpenROAD-flow-scripts/flow DESIGN_CONFIG=/design/flow/config.mk WORK_HOME=/design/flow/orfs finish
```
**flow/config.mk**
```make
export PLATFORM = sky130hd
export DESIGN_NAME = clockdivider
export DESIGN_NICKNAME = clockdivider
export VERILOG_FILES = /design/flow/design.v
export SDC_FILE = /design/flow/constraint.sdc
export NUM_CORES = 4
export LEC_CHECK = 1
export CORE_AREA = 10 10 96 96
export DIE_AREA = 0 0 106 106
```
**flow/constraint.sdc**
```tcl
current_design clockdivider

set clk_period 5.0
set clk_io_pct 0.2

create_clock -name clk0 -period $clk_period [get_ports {clock}]

set non_clock_inputs [all_inputs -no_clocks]
set_input_delay [expr $clk_period * $clk_io_pct] -clock clk0 $non_clock_inputs
set_output_delay [expr $clk_period * $clk_io_pct] -clock clk0 [all_outputs]
```
**flow/design.v**
```verilog
module clockdivider(clock, reset, enable);
	input        clock, reset;
	output       enable;
	reg   [23:0] count;
	always@(posedge clock or negedge reset) begin
		if(reset == 1'b0)
			count <= 24'd0;
		else begin
			if(count == 24'd9999999)
				count <= 24'd0;
			else
				count <= count + 24'd1;
		end
	end
	assign enable = (count == 24'd9999999);
endmodule
```
==> results.toml <==
# flow metrics
[drt]
postRouteAntennaNets = 0
drt_iter0_drc = 24
detail_route.wl_per_cell_um = 9.20
wirelength_um = 1920
vias = 765
routed_via_density = 3.66
drc = 0
diodes = 0
first_pass_iters = 4

[final_timing]
min_period_over_period_pct = 60.2
whs_ns = 0.497
slew_violations = 0
tns_ns = 0
period_needed_ns = 3.01
worst_slew_pin_slew_ns = 0.781
skew_ns = 0.00835
setup_viol = 0
max_freq_mhz = 332
slew_headroom_pct = 47.6
rsz0062_at_grt = "false"
report.final.hold_viol_count = 0

[global_routing]
grt_pass1_wl_um = 3530
grt_usage_pct = 3.60
antenna_found_initial = 0
first_global_vias = 771
grt_max_degree = 25
grt-ovfl-total = 0

[synthesis]
synth_cell_types = 24
area_leaders = "dfrtp_1, xnor2_1, nand3_1"
netlist_area_um2 = 1150
flop_cell = "dfrtp_1"
ys_area_um2 = 1150
yosysCellCount = 104
async_flop_share_pct = 100
avgSynthCellArea_um2 = 11.0
largest_area_cell = "dfrtp_1"
edf_count = 0
ys_seq_share_pct = 52.3
yosysWarnings = 1
top_area_share_pct = 52.3
netlist_instances = 104
ys.flops = 24

[critical_path]
critPathKind = "flip-flop to primary output"
worst_setup_path_end_kind = "primary output"
crit_arrival_ns = 2.01
critical_path_peak_fanout = 4
crit_required_ns = 4.00
start_kind = "flip-flop"

[clocking]
cts_hold_buffers = 0
cts_buffers = 3
clk_pin_slew_ns = 0.09
h-tree-depth = 1
clock-sinks = 24
cts_buffer_depth = 2
root_buffer = "clkbuf_8"
clk_latency_ns = 0.27
cts_resized = 0
cts_tree = "yes"
post_cts_buffers = 0

[cells_and_area]
regMostFlops = "count"
layout-drive-gt1-share_pct = 10.0
final_util_pct = 18.9
reg_top3 = "count: 24 flops"
syn_to_final_growth_pct = 18.8
largest_reg_flops = 24
layout_top_cell = "dfrtp_1"
final_cell_mix = "dfrtp_1, xnor2_1, nand3_1"
fill_cells = 797

[pwr]
powerDensity_nw_per_um2 = 268
seq_power_share_pct = 53.1
p_leak_nw = 0.556
p_int_mw = 0.302
pwr-share-clk_pct = 45.6
peakVddDrop_mv = 0.157
p_comb_share_pct = 1.3
swShare_pct = 17.3
power_switching_mw = 0.0632

[min_path]
hold_path.class = "flip-flop to flip-flop"

[status]
status = "complete, no violations"

[die]
rows = 31
die_area_um2 = 11200
die_x_um = 106
ios = 3
die_h_um = 106
core-area_um2 = 7210
initCoreUtil_pct = 15.9

[placement]
portBuffers = 2
finalWeightedCongestion = 0.823
dp_hpwl_um = 1360

[run]
cap_violations = 0
tool_warnings = 25
[cell usage after synthesis, drive strengths merged, types with 2 or more instances]
library cell / number
and2: 2
xnor2: 16
dfrtp: 24
nor3: 4
nand3: 15
nor2: 13
and4: 2
nor4: 2
and3: 3
nand2: 5
nor4b: 2
nand4: 6
xor2: 5
[cell families (layout without fill, tap and decap cells)]
logic type,after synthesis,in the layout,synth area share (%)
buf+inv,1,7,0.655
fa+ha+maj,1,1,1.09
xor+xnor,21,21,16.0
simple gates,56,56,29.4
flops,24,24,52.3
compound gates,1,1,0.436
[per-layer routing]
metal	GRT usage [%]	vias to the layer above	part of all wire (%)
li1	-	374	-
met1	5.26	379	50
met2	5.48	10	46
met3	0.856	2	3.5
met4	0.387	0	0.99
met5	0	-	0
[power groups by stage]
stage                 registers (mW)  clock network [mW]  logic (mW)
after CTS                      0.194               0.174     0.00524
after global routing           0.194               0.178     0.00568
final                          0.194               0.167     0.00476
[cell type report]
type                            count  area (um2)  share of cell area (%)
Multi-Input combinational cell     79         539                    39.6
Timing Repair Buffer                3        27.5                    2.02
Clock buffer                        3        41.3                    3.03
Tap cell                           99         124                    9.09
Clock inverter                      1        30.0                    2.20
Sequential cell                    24         601                    44.1
[critical path, cell delays in order, from the launching register on]
cell,delay (ns)
dfrtp_1,0.39
ha_1,0.23
and4_1,0.26
nand3_1,0.12
nor3_1,0.24
clkdlybuf4s50_1,0.51
[stage by stage]
stage	total power [mW]	setup slack, ns	cell area [um2]	std cells
after floorplan	0.198	2.97	1150	104
after global placement	0.203	2.30	1290	205
after detailed placement	0.203	2.26	1290	205
after CTS	0.373	1.95	1360	209
after global routing	0.378	1.81	1360	209
final	0.365	1.99	1360	209
[final timing paths]
check                              startpoint             endpoint  slack (ns)  depth (start not counted)
setup / recovery           count[0]$_DFF_PN0_               enable        1.99                          5
hold / removal             count[0]$_DFF_PN0_   count[0]$_DFF_PN0_        0.50                          1
setup reg to reg           count[0]$_DFF_PN0_  count[20]$_DFF_PN0_        2.95                          6
hold reg to reg            count[0]$_DFF_PN0_   count[0]$_DFF_PN0_        0.50                          1
max in group asynchronous               reset  count[13]$_DFF_PN0_        3.69                          2
min in group asynchronous               reset   count[4]$_DFF_PN0_        1.08                          2
Power figures rest on the tool's default switching activity, not on a simulated workload.
